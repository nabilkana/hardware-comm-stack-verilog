### flow/run.sh
#!/bin/bash
# OpenROAD 26Q1-2900-gdf79404cd8, Yosys 0.63+post, stock flow scripts
make -C /OpenROAD-flow-scripts/flow DESIGN_CONFIG=/design/flow/config.mk WORK_HOME=/design/flow/orfs finish
### flow/config.mk
export PLATFORM = sky130hd
export DESIGN_NAME = TopMod
export DESIGN_NICKNAME = TopMod
export VERILOG_FILES = /design/flow/design.v
export SDC_FILE = /design/flow/constraint.sdc
export NUM_CORES = 4
export LEC_CHECK = 1
export CORE_UTILIZATION = 30
### flow/constraint.sdc
current_design TopMod

set clk_period 2.9
set clk_io_pct 0.2

create_clock -name clk0 -period $clk_period [get_ports {clk}]

set non_clock_inputs [all_inputs -no_clocks]
set_input_delay [expr $clk_period * $clk_io_pct] -clock clk0 $non_clock_inputs
set_output_delay [expr $clk_period * $clk_io_pct] -clock clk0 [all_outputs]
### flow/design.v
`timescale 1ns / 1ps
module Interleaver (
    input  wire clk,
    input  wire in_bit,
    input  wire load_en,    
    output reg data_valid = 1'b0,
    output reg  [3:0] out_bits      
);
    reg [7:0] matrix [0:15];
    reg reading = 0;
    reg reading_next = 0; 
    reg [1:0] col; 
    reg [2:0] bit_pos; 
    reg [6:0] cycle_count = 0; 
    reg       load_phase = 1'b1  ;  
always @(posedge clk) begin
    if (load_phase) begin
        reading <= 0;
        reading_next <= 0;
        data_valid <= 0;
        if (load_en) begin
            matrix[cycle_count[6:3]][cycle_count[2:0]] <= in_bit;
            cycle_count <= cycle_count + 1;
            if (cycle_count == 127) begin
                cycle_count <= 0;
                load_phase <= 0;
                reading_next <= 1;
            end
        end
    end else begin
        col     <= cycle_count[6:3];                
        bit_pos <= 3'd7 - cycle_count[2:0];
        out_bits[0] <= matrix[0 + 4*col][bit_pos];
        out_bits[1] <= matrix[1 + 4*col][bit_pos];
        out_bits[2] <= matrix[2 + 4*col][bit_pos];
        out_bits[3] <= matrix[3 + 4*col][bit_pos];
        data_valid <= reading;
        reading <= reading_next;
        cycle_count <= cycle_count + 1;
        if (cycle_count == 33) begin
            cycle_count <= 0;
            load_phase  <= 1'b1;
            reading <= 0;
            reading_next <= 0;
            data_valid <= 0;
        end
    end
end
endmodule
module LFSR (
    input clk,
    input reset,
    input load,
    input [6:0] seed,
    output wire q,
    output reg valid_out  
);
    wire [6:0] inter;
    wire f;
    reg [7:0] bit_count = 0;
    shiftr #(7) shift_reg (
        .clk(clk),
        .load(load),
        .seed(seed),
        .reset(reset),
        .data(f),
        .q(inter)
    );
    assign f = inter[6] ^ inter[0];   
    assign q = inter[6];
    always @(posedge clk or posedge reset) begin
        if (reset) begin
            valid_out <= 0;
            bit_count <= 0;
        end else if (load) begin
            valid_out <= 1;
            bit_count <= 0;
        end else begin
            if (bit_count == 61) begin
                valid_out <= 0;  
            end else begin 
             bit_count <= bit_count + 1;
             valid_out <= 1 ; 
             end 
        end
    end
endmodule
`timescale 1ns / 1ps
module QAMMOD (
    input  wire        clk,
    input  wire        reset,
    input  wire        data_valid,
    input  wire [3:0]  in_bits,
    output reg  signed [7:0] I_out,
    output reg  signed [7:0] Q_out,
    output reg         valid_out
);
function signed [7:0] map_2bit;
    input [1:0] bits;
    begin
        case (bits)
            2'b00: map_2bit = -3;
            2'b01: map_2bit = -1;
            2'b11: map_2bit =  1;
            2'b10: map_2bit =  3;
            default: map_2bit = 0;
        endcase
    end
endfunction
always @(posedge clk) begin
    if (reset) begin
        I_out      <= 0;
        Q_out      <= 0;
        valid_out  <= 0;
    end else if (data_valid) begin
        I_out      <= map_2bit(in_bits[3:2]);   
        Q_out      <= map_2bit(in_bits[1:0]);   
        valid_out  <= 1;
    end else begin
        valid_out  <= 0;
    end
end
endmodule
    module TopMod(
    input wire clk,         
    input wire reset,
 resetlfsr ,
    input wire [6:0] lfsr_seed,
    input wire lfsr_load,
    output signed [7:0] I_out,
    output signed [7:0] Q_out,
    output valid_out,
    output wire lfsr_bit,
    output wire encoder_v1,
    output wire encoder_v2,
    output wire serializer_out_bit,
    output wire serializer_valid,
    output wire [3:0] interleaver_out,
    output wire interleaver_valid,
    output wire lfsr_valid,
    output wire clk_slow_out
);
 reg clk_slow = 0;  
assign clk_slow_out = clk_slow;    
    always @(posedge clk or posedge reset) begin
        if (reset)
            clk_slow <= 0;
        else
            clk_slow <= ~clk_slow;
    end
    wire encoder_valid;
    LFSR lfsr_inst (
        .clk(clk_slow),
        .reset(resetlfsr),
        .load(lfsr_load),
        .seed(lfsr_seed),
        .q(lfsr_bit),
        .valid_out(lfsr_valid)
    );
    convenc encoder_inst (
        .clk(clk_slow),
        .reset(reset),
        .load(lfsr_load),
        .seed(3'b000),
        .data(lfsr_bit),
        .v1(encoder_v1),
        .v2(encoder_v2),
        .valid_out(encoder_valid),
        .valid_in(lfsr_valid)
    );
    serializer serializer_inst (
        .clk(clk),
        .reset(reset),
        .valid(encoder_valid),
        .v1(encoder_v1),
        .v2(encoder_v2),
        .out_bit(serializer_out_bit),
        .valid_out(serializer_valid)
    );
    Interleaver interleaver_inst (
        .clk(clk),
        .in_bit(serializer_out_bit),
        .load_en(serializer_valid),
        .out_bits(interleaver_out),
        .data_valid(interleaver_valid)
    );
    QAMMOD qam_inst (
        .clk(clk),
        .reset(reset),
        .data_valid(interleaver_valid),
        .in_bits(interleaver_out),
        .I_out(I_out),
        .Q_out(Q_out),
        .valid_out(valid_out)
    );
endmodule
module convenc(
    input data,
    input clk,
    input reset,
    input load,
    input [2:0] seed,
    input valid_in,
    output wire v1,
    output wire v2,
    output reg valid_out
);
    reg datain_controlled;
    wire [2:0] q;
    reg [7:0] valid_counter; 
    reg [7:0] flush_count;
    shiftr #(3) shift_reg (
        .clk(clk),
        .load(load),
        .seed(seed),
        .reset(reset),
        .data(datain_controlled),
        .q(q)
    );
    assign v1 = q[2] ^ q[1] ^ q[0];
    assign v2 = q[2] ^ q[0];
    always @(posedge clk or posedge reset) begin
        if (reset) begin
            valid_counter <= 0;
            flush_count <= 0;
            valid_out <= 0;
        end else begin
            if (valid_in  ) begin
                   valid_out<=1 ; 
                valid_counter <= valid_counter + 1;
                flush_count <= 0;  
            end else if (valid_counter == 0) begin
                valid_out <= 0;
             end else if (valid_counter != 0 && flush_count != 2) begin
                flush_count <= flush_count + 1 ;
          end else   begin
                    valid_out <= 0;
                    valid_counter <= 0;  
                    flush_count <= 0;
                end
             end
        end
always @(*) begin
    if (valid_in)
        datain_controlled = data;
    else
        datain_controlled = 1'b0;  
end
endmodule
`timescale 1ns / 1ps
module dflipflop
# (parameter n=3)
(
input  clk , 
input  reset ,
input  [n-1 : 0] d ,  
output reg [n-1 : 0 ] q 
    );
 always @ (posedge clk ) begin 
  if (reset)
        q <= 0 ;
  else 
       q<= d ; 
   end 
endmodule
module serializer (
    input clk,
    input reset,
    input valid,     
    input v1,
    input v2,
    output reg out_bit,
    output reg valid_out
);
    reg [1:0] buffer;
    reg bit_index;
    always @(posedge clk or posedge reset) begin
        if (reset) begin
            out_bit <= 0;
            valid_out <= 0;
            buffer <= 2'b00;
            bit_index <= 0;
        end else begin
            valid_out <= valid;  
            if (valid && bit_index == 0) begin
                buffer <= {v1, v2};
                out_bit <= v1;
                bit_index <= 1;
            end else if (valid && bit_index == 1) begin
                out_bit <= buffer[0];
                bit_index <= 0;
            end else begin
                out_bit <= 0;
                bit_index <= 0;
            end
        end
    end
endmodule
module shiftr
#(parameter n=3)
(
    input data, 
    input [n-1:0] seed,
    input clk, 
    input load, 
    input reset, 
    output [n-1:0] q
);
    genvar k; 
    wire [n-1:0] d_in;
    wire [n-1:0] ffout;
    assign d_in[0] = load ? seed[0] : data;
    generate
        for (k = 1; k < n; k = k + 1) begin : input_mux
            assign d_in[k] = load ? seed[k] : ffout[k - 1];
        end
    endgenerate
    dflipflop #(1) ff0 (
        .clk(clk),
        .reset(reset),
        .d(d_in[0]),
        .q(ffout[0])
    );
    generate
        for (k = 1; k < n; k = k + 1) begin : flipflops
            dflipflop #(1) ff (
                .clk(clk),
                .reset(reset),
                .d(d_in[k]),
                .q(ffout[k])
            );
        end
    endgenerate
    assign q = ffout;
endmodule
==> Changelog: implementation <==
### Metrics

* Worst setup EP type: flip-flop
* Max-slew headroom at a little under half
* Element type at the critical path start: flip-flop
* I/O Buffers at 39
* Number of global-route vias before repair at 5,142
* Cells after Synth at about 660
* Register area at around 5500 um^2
* YS chip area at 8700 um^2
* CTS tree: built
* Synthesis-to-layout area growth at 15.5%
* Final Skew at 0.00563 ns
* Antenna viol nets, final at 0
* CTS root buffer: clkbuf_16
* Share of cells above drive strength 1 at ~14%
* Yosys warning tally at 7
* Grt ovf at 0
* # setup viols final at 0
* Worst-Skew Late Latency at between 0.4 and 0.5 ns
* Ys cells at approximately 660
* Worst EP arrival at about 2.5 ns
* Die area at 29,700 um^2
* Antenna diode count at 0
* Final Wtd Congestion at slightly below 0.9
* Hold Slack at ~0.43 ns
* Status: finished clean
* Top Family by Delay on Critical Path: simple AND/OR/NAND/NOR gates
* Seq/Total Area, Yosys at between 60% and 70%
* Detailed-route vias per instance at around 4.7
* Number of unconstrained endpoints at a little over 40
* Total GRT Usage at between 10 and 15%
* Min-delay worst type: reg -> reg
* Cell type with the largest total area: edfxtp_1
* CP required at ~3.1 ns
* Placeable Area at between 20,000 and 30,000 um^2
* Resize count post-CTS at 0
* Count of pins over their slew limit at 0
* Layout fillers at around 2,700
* Initial DRC Count at about 410
* First drt pass iteration count at 4
* Fin crit period at around 2.4 ns
* Period utilisation layout at roughly 81%
* Final TNS setup at 0 ns
* HPWL after DPL at between 10,000 and 15,000 um
* Synth unique cells at ~43
* Power per cell area at between 400 and 500 nW/um^2
* Worst Path Buf+Inv at 0
* Largest net degree at the start of global routing at 38
* Final Hold Fails at 0
* Crit-path max cell delay at between 0.7 and 0.8 ns
* First-pass GRT wire length at between 20,000 and 30,000 um
* Initial antenna violation count at 0
* Max Cap Violations at 0
* Logic area at 2860 um^2
* RSZ-0062 raised after global routing: false
* Fp util at between 30% and 40%
* Synthesized area at between 8000 and 9000 um^2
* Crit-path max FO at 10
* Hold_buf cts at 0
* Fmax at approximately 420 MHz
* Syn avg cell area at between 10 and 15 um^2
* VDD IR max at roughly 0.36 mV
* FF+latch count, synth at slightly below 200
* Synth top area cells: edfxtp_1 50%, mux4_2 10%, dfrtp_1 8.9%
* Worst Tran Pin Value at between 0.8 and 0.9 ns
* Drt total wl at between 15,000 and 20,000 um
* Row cnt at a little over 60
* Critical Path Slowest Stage Cell: o31ai_1
* Die Ht at 172 um
* Tool warnings at 34
* Post-CTS setup buffers at 0
* Clk buf depth at 2
* CTS buffer count at 17
* Horiz. Die Dim at roughly 170 um
* Critical Path, Cell by Cell: and2_1 -> nand3_1 -> o31ai_1 -> nor2_1
* Register pins left without a clock at 36
* Remaining routing DRC violations at 0
* Setup Crit Path Kind: reg -> reg
* Clk slew on worst S/H paths at approximately 0.060 ns
* Wire per inst at ~17 um
* Top cell type's share of synthesized area at a little under 50%
* Via count at a little over 5,000
* Leakage at about 3.1 nW
* I/O pins at 40
* H-tree depth at 4
## cell families (layout without fill, tap and decap cells)
family	count (synthesis)	count (layout)	share of synthesized area [%]
buffers and inverters	62	107	3.40
adder cells (fa/ha/maj)	15	15	2.16
AND/OR/NAND/NOR	274	274	13.5
multiplexers	61	61	12.9
AND-OR/OR-AND	34	34	2.59
XOR/XNOR	17	17	1.71
flip-flops	197	197	63.7
## metal layers
layer  global-route usage (%)  part of all wire [%]  up-vias
met1                     19.0                    42     2481
met3                     5.59                   9.4       14
li1                         -                     -     2421
met5                        0                     0        -
met2                     20.8                    47      170
met4                     1.69                   1.3        0
## cells in the final DEF (no fill, tap or decap), types with 3 or more instances in the layout
cell and count:
nor2_1 171, nor2b_1 6, clkbuf_1 3, xnor2_1 8, nand4_1 7, clkinv_2 4
a21oi_1 5, o21ai_0 8, and2_1 9, dfxtp_1 22, mux4_2 40, bufinv_16 3
buf_4 16, or2_2 3, xor2_1 9, mux2_2 8, edfxtp_1 144, nor3_1 8
dfrtp_1 31, ha_1 15, nand2_1 37, a31oi_1 4, nand3_1 17, o2111ai_1 3
or3_1 4, inv_1 19, clkbuf_16 17, a211oi_1 3, and3_1 5, clkdlybuf4s50_1 39
mux2i_1 13
## worst paths after layout
check                                                startpoint                              end  slack [ns]  depth (start not counted)
worst max-delay path            interleaver_inst.cycle_count[4]  interleaver_inst.cycle_count[2]        0.54                          4
worst min-delay path                   interleaver_inst.reading      interleaver_inst.data_valid        0.43                          1
worst max register to register  interleaver_inst.cycle_count[4]  interleaver_inst.cycle_count[2]        0.54                          4
worst min register to register         interleaver_inst.reading      interleaver_inst.data_valid        0.43                          1
max in group asynchronous                                 reset                         clk_slow        1.95                          3
min in group asynchronous                                 reset        serializer_inst.valid_out        0.72                          3
## per-stage QoR
| step | setup WS [ns] | utilization, % | power, mW | cell area (um^2) | instances |
|---|---|---|---|---|---|
| after global placement | 0.575 | 33.6 | 2.58 | 9460 | 1051 |
| after CTS | 0.549 | 35.7 | 4.79 | 10000 | 1083 |
| after floorplan | 0.709 | - | 2.56 | 8700 | 660 |
| after detailed placement | 0.574 | 33.6 | 2.58 | 9460 | 1051 |
| final | 0.542 | 35.7 | 4.76 | 10000 | 1083 |
| after global routing | 0.351 | 35.7 | 4.90 | 10000 | 1083 |
## flip-flops by register name (all words and copies together), names as in the netlist, 2 cells and up, named ones only
name	count
encoder_inst.valid_counter	8
interleaver_inst.matrix	128
lfsr_inst.shift_reg.flipflops.ff.q	6
qam_inst.I_out	3
interleaver_inst.out_bits	4
interleaver_inst.cycle_count	7
encoder_inst.shift_reg.flipflops.ff.q	2
lfsr_inst.bit_count	8
encoder_inst.flush_count	8
qam_inst.Q_out	2
interleaver_inst.bit_pos	3
interleaver_inst.col	2
## report_power, final
part / switching [mW] / internal [mW]
logic: 0.0204 / 0.0178
clock network: 0.867 / 1.37
registers: 0.00000765 / 2.49
## final cells by class
type                       count  area share (%)
sequential                   197            55.1
clock buffer                  21            4.48
tap                          378            4.71
inverter                      20           0.747
multi-input combinational    401            28.5
clock inverter                11            1.37
timing repair buffer          55            5.08
## cells in the mapped netlist (all sizes together)
| cell | n |
|---|---|
| nor2 | 171 |
| mux2 | 8 |
| or4b | 2 |
| buf | 16 |
| edfxtp | 144 |
| a21boi | 1 |
| a21o | 1 |
| o2bb2ai | 1 |
| ha | 15 |
| o31ai | 2 |
| xor2 | 9 |
| nor3 | 8 |
| nand2b | 2 |
| inv | 19 |
| a211oi | 3 |
| dfrtp | 31 |
| nor2b | 6 |
| o21ai | 8 |
| or3b | 1 |
| clkbuf | 26 |
| and3 | 5 |
| nor4b | 1 |
| o2111ai | 3 |
| a22o | 1 |
| nand4 | 7 |
| o211ai | 2 |
| o22ai | 1 |
| and2 | 9 |
| or3 | 4 |
| a21oi | 5 |
| nand4b | 1 |
| or2 | 3 |
| mux4 | 40 |
| a41oi | 2 |
| clkinv | 1 |
| nand2 | 37 |
| dfxtp | 22 |
| nand3 | 17 |
| a31oi | 4 |
| mux2i | 13 |
| xnor2 | 8 |
No activity file was given, so power comes from the tool's default toggle rates.
