==> ./design.v <==
module TopMod2 (
    input clk,
    input reset,
    input [3:0] file_in_bits,
    input data_ready,
    output wire [61:0] decoded_data,
    output wire decoded_valid,
    output wire deint_out,
    output wire deint_out_valid,
    output wire [1:0] vitebri_data_in,
    output wire vitebri_valid_in,
    output wire [2:0] vitebri_state,
output wire [8:0] vitebri_counter,
output wire [15:0] PM0_debug,
output wire [15:0] PM1_debug
);
    wire deint_data_out;
    wire deint_out_ready;
    deinterleaver deinterleaver_inst (
        .clk(clk),
        .reset(reset),
        .in_bits(file_in_bits),
        .data_ready(data_ready),
        .data_out(deint_data_out),
        .out_ready(deint_out_ready)
    );
    assign deint_out = deint_data_out;
    assign deint_out_valid = deint_out_ready;
    wire [1:0] internal_vitebri_data_in;
    wire internal_vitebri_valid_in;
    serial_to_pair u_serial_to_pair (
        .clk(clk),
        .reset(reset),
        .deint_out(deint_data_out),
        .deint_out_valid(deint_out_ready),
        .vitebri_data_in(internal_vitebri_data_in),
        .vitebri_valid_in(internal_vitebri_valid_in)
    );
    assign vitebri_data_in = internal_vitebri_data_in;
    assign vitebri_valid_in = internal_vitebri_valid_in;
    vitebri vitebri_inst (
        .clk(clk),
        .reset(reset),
        .data_in(vitebri_data_in),
        .valid_input(vitebri_valid_in),
        .data_out(decoded_data),
        .valid_output(decoded_valid),
         .stt(vitebri_state),
    .coun(vitebri_counter),
    .PM0_debug(PM0_debug),
    .PM1_debug(PM1_debug)
    );
endmodule
`timescale 1ns / 1ps
module deinterleaver(
    input  wire clk,
    input wire reset ,
    input  wire [3:0] in_bits,
    input  wire data_ready,
    output reg out_ready ,
    output reg  data_out
);
    reg [7:0] matrix [0:15];
    reg read = 0;
    reg [6:0] cycle_count = 7'd31;   
    reg [3:0] row = 0;
    reg [2:0] bit_pos_r = 0;
    reg [1:0] col_w;
    reg [2:0] bit_pos_w;
always @(negedge clk or posedge reset) begin
   if (reset) begin
      out_ready <= 0 ; 
      end else begin
        if (!read && data_ready) begin
            col_w     = cycle_count[4:3];           
            bit_pos_w = cycle_count[2:0];    
            matrix[12-4*col_w][bit_pos_w] <= in_bits[0];
            matrix[13- 4*col_w][bit_pos_w] <= in_bits[1];
            matrix[14-4*col_w][bit_pos_w] <= in_bits[2];
            matrix[15- 4*col_w][bit_pos_w] <= in_bits[3];
            if (cycle_count == 7'd0) begin
                read <= 1;
                cycle_count <= 7'd31;
            end else begin
                cycle_count <= cycle_count -1;
            end
        end
        else if (read) begin
    data_out <= matrix[row][bit_pos_r];
   out_ready <=1 ; 
    if (bit_pos_r == 7) begin
        bit_pos_r <= 0;
        if (row == 15) begin
            row <= 0;
            read <= 0;
            cycle_count <= 7'd31;
            out_ready <=0 ;   
        end else begin
            row <= row + 1;
        end
      end else begin
        bit_pos_r <= bit_pos_r + 1;
      end
     end
    end
end
endmodule
module serial_to_pair (
    input clk,
    input reset,
    input deint_out,
    input deint_out_valid,
    output reg [1:0] vitebri_data_in,
    output reg vitebri_valid_in
);
    reg [0:0] bit0;
    reg collected;
    reg [1:0] valid_counter;
    always @(posedge clk or posedge reset) begin
        if (reset) begin
            vitebri_valid_in <= 0;
            vitebri_data_in <= 2'b00;
            bit0 <= 0;
            collected <= 0;
            valid_counter <= 0;
        end else begin
            if (valid_counter > 0) begin
                vitebri_valid_in <= 1;
                valid_counter <= valid_counter - 1;
            end else begin
                vitebri_valid_in <= 0;
            end
            if (deint_out_valid) begin
                if (!collected) begin
                    bit0 <= deint_out;
                    collected <= 1;
                end else begin
                    vitebri_data_in <= {bit0, deint_out};
                    valid_counter <= 3; 
                    collected <= 0;
                end
            end
            if (collected && !deint_out_valid) begin
                vitebri_data_in <= {bit0, 1'b0};   
                valid_counter <= 3;
                collected <= 0;
            end
        end
    end
endmodule
module vitebri (
    input reset,
    input [1:0] data_in,
    output reg [61:0] data_out,
    output reg valid_output,
    input valid_input,
    input clk,
    output wire [9:0] coun,
    output wire [2:0] stt,
    output wire [1:0] humm,
    output wire [2:0] min,
    output wire path,
    output wire [15:0] PM0_debug,
    output wire [15:0] PM1_debug,
    output wire [15:0] PM2_debug,
    output wire [15:0] PM3_debug
);
     reg PathM [0:3][0:64]; 
     reg [1:0] hummingd [0:7]; 
    reg [15:0] PM [0:3][0:65];
      reg [2:0] state;
      reg [8:0] counter;
    integer i, j;
    reg [1:0] final_min;
    reg [1:0] min0 , min1 ; 
  reg [1:0] next_final_min;
    assign humm = hummingd[7];
    assign min = final_min;
    assign stt = state;
    assign coun = counter;
    assign path = PathM[3][30];
    assign PM0_debug = PM[0][(counter == 0) ? 0 : counter - 1];
    assign PM1_debug = PM[1][(counter == 0) ? 0 : counter - 1];
    assign PM2_debug = PM[2][(counter == 0) ? 0 : counter - 1];
    assign PM3_debug = PM[3][(counter == 0) ? 0 : counter - 1];
    always @(negedge clk or posedge reset) begin
        if (reset) begin
            counter <= 0;
            state <= 0;
            valid_output <= 0;
            for (i = 0; i < 4; i = i + 1) begin
                PM[i][0] <= 16'd0 ;
                for (j = 1; j < 34; j = j + 1) begin
                    PM[i][j] <= 16'hFFFF;
               end 
               end 
               end 
         else begin
        if (state==0 ) begin
                    if ( valid_input ) begin
                      hummingd[0] <=(data_in[0]  ^ 1'b0) +  (data_in[1]  ^ 1'b0 ); 
                     hummingd[1] <=(data_in[0]  ^ 1'b1 )+  (data_in[1]  ^ 1'b1) ;
                      hummingd[2] <=(data_in[0]  ^ 1'b1 )+  (data_in[1]  ^ 1'b1) ;
                      hummingd[3] <=(data_in[0]  ^ 1'b0 )+  (data_in[1]  ^ 1'b0 );
                        hummingd[4] <=(data_in[0]  ^ 1'b0) + ( data_in[1]  ^ 1'b1) ;
                        hummingd[5] <=(data_in[0]  ^ 1'b1 )+  (data_in[1]  ^ 1'b0 );
                         hummingd[6] <=(data_in[0]  ^ 1'b1)+ ( data_in[1]  ^ 1'b0 );
                        hummingd[7] <=(data_in[0]  ^ 1'b0)+  (data_in[1]  ^ 1'b1 );
                     state <= 1 ;  
                  end 
                 end   
                 end 
               end                
       always @(negedge clk ) begin
               if (!reset) begin 
              if  (state == 1 )
                begin
               if (PM[0][counter] +hummingd[0]< PM[2][counter] + hummingd[1]) begin 
                        PM[0][counter+1] <= PM[0][counter] + hummingd[0];
                        PathM[0][counter] <=  1'b0 ; 
                    end else begin 
                     PM[0][counter+1] <= PM[2][counter] + hummingd[1];
                        PathM[0][counter] <=  1'b1 ; 
                        end 
                      if (  PM[0][counter] +  hummingd[2]<  PM[2][counter] +  hummingd[3]) begin 
                        PM[1][counter+1] <= PM[0][counter] + hummingd[2];
                        PathM[1][counter] <=  1'b0 ; 
                    end else begin 
                     PM[1][counter+1] <= PM[2][counter] + hummingd[3];
                        PathM[1][counter] <=  1'b1 ; 
                        end 
                       if (PM[1][counter]+hummingd[4]< PM[3][counter]+hummingd[5]) begin 
                        PM[2][counter+1] <= PM[1][counter] + hummingd[4];
                        PathM[2][counter] <=  1'b0 ; 
                    end else begin 
                     PM[2][counter+1] <= PM[3][counter] + hummingd[5];
                        PathM[2][counter] <=  1'b1 ; 
                        end 
                       if ( PM[1][counter] + hummingd[6]<  PM[3][counter] +hummingd[7]) begin 
                        PM[3][counter+1] <= PM[1][counter] + hummingd[6];
                        PathM[3][counter] <=  1'b0 ; 
                    end else begin 
                     PM[3][counter+1] <= PM[3][counter] + hummingd[7];
                        PathM[3][counter] <=  1'b1 ; 
                        end 
                       if (counter != 64) begin
                        counter <= counter +1 ; 
                       state <= 0 ; 
                   end   else begin 
                        state <= 2 ; 
                    end
                end
                end
                end
  always @(negedge clk ) begin
              if  (state == 2 )
                begin
                    min0 = (PM [0][counter+1] < PM [1][counter+1]) ? 0 : 1 ; 
                      min1= (PM [2][counter+1] < PM [3][counter+1]) ? 2 : 3 ;
                     final_min <=   min0 <= (PM [min0][counter+1] < PM [min1][counter+1]) ? min0 : min1 ;
                state <= 3 ; 
                end 
                end
  always @( posedge clk ) begin
               if (state == 3) begin
        case (final_min)
            2'b00: begin
              if (counter<62)begin
                data_out[counter] <= 1'b0;
                end 
                next_final_min = (PathM[0][counter] == 0) ? 2'b00 : 2'b10;
            end
            2'b01: begin
                 if (counter<62)begin
                  data_out[counter] <= 1'b1;
                  end
                next_final_min = (PathM[1][counter] == 0) ? 2'b00 : 2'b10;
            end
            2'b10: begin
                 if (counter<62)begin
                  data_out[counter] <= 1'b0;
                  end
                next_final_min = (PathM[2][counter] == 0) ? 2'b01 : 2'b11;
            end
            2'b11: begin
                  if (counter<62)begin 
                  data_out[counter] <= 1'b1;
                  end
                next_final_min = (PathM[3][counter] == 0) ? 2'b01 : 2'b11;
            end
        endcase
        if (counter==0) begin
            state <= 0;
            valid_output <= 1;
        end 
    end
    end
   always @(negedge clk  ) begin
               if (state == 3) begin 
                        final_min <= next_final_min;
                         counter<=counter-1 ; 
                    end 
                 end 
endmodule
==> ./run.sh <==
#!/bin/bash
# OpenROAD 26Q1-2900-gdf79404cd8, Yosys 0.63+post, stock flow scripts
make -C /OpenROAD-flow-scripts/flow DESIGN_CONFIG=/design/flow/config.mk WORK_HOME=/design/flow/orfs finish
==> ./config.mk <==
export PLATFORM = sky130hd
export DESIGN_NAME = TopMod2
export DESIGN_NICKNAME = TopMod2
export VERILOG_FILES = /design/flow/design.v
export SDC_FILE = /design/flow/constraint.sdc
export NUM_CORES = 4
export LEC_CHECK = 1
export CORE_UTILIZATION = 50
==> ./constraint.sdc <==
current_design TopMod2

set clk_period 9.5
set clk_io_pct 0.2

create_clock -name clk0 -period $clk_period [get_ports {clk}]

set non_clock_inputs [all_inputs -no_clocks]
set_input_delay [expr $clk_period * $clk_io_pct] -clock clk0 $non_clock_inputs
set_output_delay [expr $clk_period * $clk_io_pct] -clock clk0 [all_outputs]
==> flow_summary.ini <==
; implementation run metrics
[status]
status = complete, no violations

[timing]
maxSlewHeadroom_pct = 35.2
hold_violations = 0
worst-slew-pin-transition_ns = 0.968
setup_viol_count_final = 0
grt_setup_unrepaired = false
finalWorstSetupSlack_ns = 1.20
fin_skew_ns = 0.0514
fin_setup_tns_ns = 0
drv_slew = 0

[placed_design]
place_ws_ns = 0.802
place_congestion = 0.853
portBuffers = 11
dp_hpwl_um = 13300
dp_cells = 971

[global_route]
globalRouteOverflowTotal = 0
grt_max_degree = 45
grt_pass1_vias = 6491
grt_use_total_pct = 26.5
antenna_found_initial = 0
grt_first_pass_wirelength_um = 33600

[floorplanning]
fp_util_pct = 51.9
core-area_um2 = 16800
die_w_um = 134
ioPinCount = 119
rows = 47
die_area_um2 = 17900
die_h_um = 134

[routing]
dr.pass1.iters = 6
dr_total_vias = 6307
route.detailed.wl_per_inst_um = 18.8
drtAntennaViolNets = 0
wl_um = 21500
vias_per_cell = 5.51
drc_errors = 0
antenna_cells = 0
drt_iter0_markers = 396

[worst_setup_path]
critPathMaxFanout = 24
slowest_delay_ns = 0.50
crit_chain = clkdlybuf4s50_1, nor2b_1, and2_4, buf_4
worstPathRequired_ns = 4.86
start_kind = primary input
critical_path_class = primary input to flop
arrival_ns = 3.66
reg2reg_slack_ns = 3.66
end_kind = flop
crit_slowest_cell = and2_4

[yosys]
synth_chip_area_um2 = 8690
synth_flops = 152
synth_stat.cells = 764
ys_warn_count = 4394
ys_seq_share_pct = 52.0
netlist-cell-type-count = 53
edf_count = 144
synthTopCellsByCount = edfxtp_1, nand2_1, buf_4, mux2_2, a22o_1
syn_area_per_cell_um2 = 11.4
synth-main-ff-cell = edfxtp_1
synth.most_common_cell = edfxtp_1
synthTopCellsByArea = edfxtp_1, buf_4, mux2_2
syn_area_um2 = 8690
synth_cells = 764
async_flop_share_pct = 5.26
top_cell_area_share_pct = 49.7
yosys.area.top_type = edfxtp_1

[final_layout]
logic_area_um2 = 3530
syn2layout_area_growth_pct = 12.1
layout-drive-gt1-share_pct = 11.6
seq_area_um2 = 4520
n_fill_cell = 1329
fin_cells = 1145

[cts]
clkSinkCount = 152
cts_root_buf = clkbuf_16
cts-resized-gates = 0
cts_buffers = 17
cts_setup_buffers = 0
cts_tree = built
htreeDepth = 4
clockBufferDepth = 2
cts.clk_slew.worst_paths_ns = 0.06
postCtsHoldBufs = 0
clock_latency_ns = 0.45

[flow_run]
tool_warnings = 179
max_cap_violations = 0

[power]
peakVddDrop_mv = 0.209
power.density_nw_per_um2 = 175
p_leak_nw = 4.29
p_total_mw = 1.71

[min_path]
hold_path.class = flop to flop
-- cell usage in the layout, fill, tap and decap left out, types with 3 or more instances in the layout --
| master | count |
|---|---|
| inv_1 | 158 |
| edfxtp_1 | 144 |
| nand2_1 | 110 |
| conb_1 | 107 |
| mux2_2 | 53 |
| a22o_1 | 40 |
| a21boi_0 | 22 |
| a22oi_1 | 20 |
| nor2_1 | 19 |
| and2_1 | 18 |
| a21o_1 | 18 |
| clkbuf_16 | 17 |
| buf_4 | 17 |
| o21ai_0 | 16 |
| ha_1 | 14 |
| a21oi_1 | 12 |
| nand3_1 | 12 |
| nor2b_1 | 11 |
| clkdlybuf4s50_1 | 11 |
| and3_1 | 10 |
| a221oi_1 | 9 |
| mux2i_1 | 7 |
| a31oi_1 | 7 |
| dfrtp_1 | 7 |
| nor3_1 | 5 |
| a222oi_1 | 4 |
| a211oi_1 | 4 |
| clkinvlp_2 | 4 |
| nand2b_1 | 3 |
| a311oi_1 | 3 |
| a32oi_1 | 3 |
| nand3b_1 | 3 |
| xnor2_1 | 3 |
-- routing by layer --
layer | wire length, um | track usage [%] | vias to the layer above
met1 | 8860 | 38.0 | 3000
met4 | 378 | 8.59 | 0
met5 | 0 | 0 | -
met2 | 9820 | 36.4 | 374
li1 | - | - | 2907
met3 | 2480 | 14.6 | 26
-- worst max-delay path, delay by kind of cell --
| family | cells | cell delay (ns) |
|---|---|---|
| buf+inv | 2 | 0.83 |
| simple gates | 2 | 0.92 |
-- kinds of logic after synthesis --
| logic type | count (synthesis) | share of synthesized area (%) |
|---|---|---|
| AOI/OAI and AO/OA | 169 | 14.8 |
| xor gates and xnor gates | 4 | 0.403 |
| adders and majority gates | 14 | 2.01 |
| buffers and inverters | 161 | 11.9 |
| DFF | 152 | 52.0 |
| muxes | 62 | 8.19 |
| other | 1 | 0.0431 |
| and+or+nand+nor | 201 | 10.6 |
-- worst paths after layout --
path                                                        start                           endpoint  cells past startpoint
min in group asynchronous                                   reset              u_serial_to_pair.bit0                      2
worst max register to register       deinterleaver_inst.out_ready              u_serial_to_pair.bit0                      2
worst max-delay path                                   data_ready   deinterleaver_inst.matrix[14][6]                      4
max in group asynchronous                                   reset       deinterleaver_inst.out_ready                      2
worst min-delay path            u_serial_to_pair.valid_counter[1]  u_serial_to_pair.valid_counter[1]                      1
worst min register to register  u_serial_to_pair.valid_counter[1]  u_serial_to_pair.valid_counter[1]                      1
-- area by class of cell --
cell class | instances | share of cell area, %
flip-flops and latches | 152 | 46.4
multi-input cells | 557 | 36.3
clock inverters | 157 | 6.84
clock buffers | 18 | 4.51
well taps | 220 | 2.83
repair buffers | 29 | 2.65
inverters | 12 | 0.462
-- report_power, final --
part / leakage (nW) / switching, mW / internal [mW]
Sequential: 1.39 / 0.0106 / 0.746
Clock: 1.04 / 0.418 / 0.470
Combinational: 1.85 / 0.0347 / 0.0291
Total: 4.29 / 0.464 / 1.25
-- stage by stage --
| stage | cell area, um^2 | utilization [%] | hold WS [ns] |
|---|---|---|---|
| CTS | 9740 | 58.1 | 0.500 |
| floorplan | 9090 | - | 0.415 |
| finish | 9740 | 58.1 | 0.493 |
| global route | 9740 | 58.1 | 0.518 |
| detailed placement | 8640 | 51.6 | 0.471 |
| global placement | 8640 | 51.6 | 0.452 |
Power figures rest on the tool's default switching activity, not on a simulated workload.
